`flow/design.v`:
```
module XADC_Controller(input logic Clk, Reset, trigger,     
						input logic ADC_Busy, ADC_EOC, Data_Rdy,
						output logic Data_En, ADC_SC,
						input logic [15:0] ADC_Data_in,
						output logic [15:0] ADC_Data_out,
						output logic [6:0] ADC_Address);    
typedef enum logic [3:0] {RES = 0, DADDR, WT_TRIG, SC_HI, SC_LO, 
								WT_EOC, DEN_HI, DEN_LO, WT_DRDY, GET_DATA} state_t;
var state_t pstate, nstate;  
always_ff @(posedge Clk or posedge Reset)
	if (Reset == 1'b1) 
		pstate <= RES; 
	else 
		pstate <= nstate;
always_comb
	unique case (pstate)
		RES : nstate = DADDR;
		DADDR : nstate = WT_TRIG;
		WT_TRIG : nstate = (trigger == 1'b1)? SC_HI : WT_TRIG;
		SC_HI : nstate = SC_LO;
		SC_LO : nstate = WT_EOC;
		WT_EOC : nstate = (ADC_EOC == 1'b1)? DEN_HI : WT_EOC;
		DEN_HI : nstate = DEN_LO;
		DEN_LO : nstate = WT_DRDY;
		WT_DRDY : nstate = (Data_Rdy == 1'b1)? GET_DATA : WT_DRDY;
		GET_DATA : nstate = WT_TRIG;
		default : nstate = RES;
	endcase
always_ff @(posedge Clk) begin : RTL
	unique case (pstate)
		RES : begin
			Data_En <= 0;
			ADC_SC <= 0;
			ADC_Data_out <= '0;
			ADC_Address <= '0;
		end
		DADDR : ADC_Address <= 7'h16;
		SC_HI : ADC_SC <= 1;
		WT_EOC : ADC_SC <= 0;
		DEN_HI : Data_En <= 1;
		DEN_LO : Data_En <= 0;
		GET_DATA : ADC_Data_out <= ADC_Data_in;
		default : ;  
	endcase
end : RTL
endmodule : XADC_Controller
```
`flow/run.sh`:
```
#!/bin/bash
# OpenROAD 26Q1-2900-gdf79404cd8, Yosys 0.63+post, stock flow scripts
make -C /OpenROAD-flow-scripts/flow DESIGN_CONFIG=/design/flow/config.mk WORK_HOME=/design/flow/orfs finish
```
`flow/config.mk`:
```
export PLATFORM = sky130hd
export DESIGN_NAME = XADC_Controller
export DESIGN_NICKNAME = XADC_Controller
export VERILOG_FILES = /design/flow/design.v
export SDC_FILE = /design/flow/constraint.sdc
export NUM_CORES = 4
export LEC_CHECK = 1
export CORE_AREA = 10 10 113 113
export DIE_AREA = 0 0 123 123
```
`flow/constraint.sdc`:
```
current_design XADC_Controller

set clk_period 2.1
set clk_io_pct 0.2

create_clock -name clk0 -period $clk_period [get_ports {Clk}]

set non_clock_inputs [all_inputs -no_clocks]
set_input_delay [expr $clk_period * $clk_io_pct] -clock clk0 $non_clock_inputs
set_output_delay [expr $clk_period * $clk_io_pct] -clock clk0 [all_outputs]
```
==> results_dict.tcl <==
# place-and-route summary
set metrics [dict create \
    status "finished, final reports clean" \
    hp-start "pstate[8]$_DFF_PP0_" \
    ff2ff_path_depth 1 \
    grt_usage_pct 3.62 \
    xor_share_pct 0 \
    cts-root-buf "clkbuf_8" \
    hpwlAfterDp_um 2060 \
    post_drt_wl_per_cell_um 10.5 \
    p_per_area_nw_per_um2 743 \
    crit_chain "clkdlybuf4s50_1" \
    cp.required_ns 1.68 \
    arrival_ns 1.15 \
    mux_area_share_pct 0 \
    grt_pass1_vias 737 \
    cts_made_buffers 5 \
    max_freq_ghz 0.635 \
    io_buffers 41 \
    crit_type "flip-flop to output port" \
    grt_max_degree 18 \
    antennaDiodeCount 0 \
    warning_count 26 \
    clock.latency.late_pin_ns 0.27 \
    ys_sh_adder_pct 0 \
    endpoint "ADC_Address[1]" \
    critical_path.max_stage_delay_ns 0.49 \
    area_growth_pct 57.7 \
    min_path_type "flip-flop to flip-flop" \
    drtIter0Drc 37 \
    htreeDepth 2 \
    clockBufferDepth 2 \
    antenna_found_initial 0 \
    fin_ws_ns 0.525 \
    power_switching_mw 0.272 \
    utilization_pct 16.7 \
    met1_usage_pct 4.13 \
    setup_viol 0 \
    crit_start "ADC_Address[2]$_DFFE_PP_" \
    met2_usage_pct 6.22 \
    path_clk_slew_ns 0.06 \
    cp_slowest_cell "clkdlybuf4s50_1" \
    clkSinkCount 29 \
    top_usage_layer "met2" \
    ys_sh_aoi_pct 1.84 \
    vdd_drop_max_uv 263 \
    crit_family "buffers and inverters" \
    path_depth 1 \
    gp_congestion 0.706 \
    core-area_um2 10300 \
    num_vias 646 \
    dieArea_um2 15100 \
    fp-utilization_pct 10.6 \
    path_buffers 1 \
    io_pins 47 \
    vias_per_cell 2.55 \
    synth.avg_cell_area_um2 15.6 \
    ys_ff 29 \
    use_met3_pct 1.67 \
    ys_cells 70 \
    fin_setup_tns_ns 0 \
    dieHeight_um 123 \
    ys_seq_share_pct 75.4 \
    final_cells 253 \
    p_leak_nw 0.662 \
    cp-start-kind "flip-flop" \
    critPathCaptureType "output port" \
    cts_tree "built" \
    timing.hold.ws_ns 0.369 \
    cts-resized-gates 0 \
    p_int_mw 1.01 \
    dp_cells 245 \
    pwr-share-clk_pct 34.5 \
    yosysWarnings 1 \
    slew_viol_final 0 \
    worstHoldPathCells 0 \
    post-place-ws_ns 0.719 \
    grt.overflow.total 0 \
    drc_errors 0 \
    power_frac_comb_pct 11.9 \
    max_cap_viol_count 0 \
    simple_gate_share_pct 15.8 \
    firstDrtPassIters 4 \
    layout-drive-gt1-share_pct 21.4 \
    topCombFamilyByArea "simple AND/OR/NAND/NOR gates" \
    period_used_pct 75.0 \
    fin_crit_ns 1.57 \
    placementRows 37 \
    syn_inst 70 \
    reg2reg_from "pstate[0]$_DFF_PP1_" \
    grt_setup_unrepaired "false" \
    netSwitchingFraction_pct 21.3 \
    hold_viol_final 0 \
    cp_max_fo 3 \
    drt-total-wl_um 2660 \
    post_cts_buffers 0 \
    fin_worst_skew_ns 0.00274 \
    die_x_um 123 \
    grt_pass1_wl_um 4130 \
    r2r_slack_ns 0.75 \
    yosysChipArea_um2 1090 \
    r2r_end "ADC_Data_out[0]$_SDFFCE_PN0P_" \
    holdBufCountCts 0 \
    power_frac_seq_pct 53.7 \
    synth.distinct_cells 14 \
    syn_area_um2 1090 \
    drtAntennaViolNets 0 \
]
## how the worst min path moves through the flow
stage                endpoint
6_report  pstate[2]$_DFF_PP0_
4_1_cts   pstate[2]$_DFF_PP0_
5_1_grt   pstate[9]$_DFF_PP0_
## sequential cells by signal, indices dropped and copies added (netlist names)
| signal | flops |
|---|---|
| pstate | 10 |
| ADC_Data_out | 16 |
| ADC_SC | 1 |
| ADC_Address | 1 |
| Data_En | 1 |
## routing by layer
metal	wire (um)	vias to the layer above	part of all wire, %
met4	19	0	0.71
met2	1370	35	51
met3	282	2	11
met1	991	299	37
li1	-	310	-
met5	0	-	0
## power by group through the flow
stage / clock network, mW / logic [mW] / registers [mW]
after CTS: 0.475 / 0.159 / 0.686
after global routing: 0.506 / 0.170 / 0.691
final: 0.440 / 0.152 / 0.685
## cells in the mapped netlist
cell type / count / share of area (%)
a21o_1: 2 / 1.4
and2_1: 5 / 2.9
and2_2: 14 / 9.6
buf_4: 6 / 4.1
buf_6: 1 / 1.0
conb_1: 1 / 0.34
dfrtp_1: 9 / 21
dfstp_2: 1 / 2.4
edfxtp_1: 19 / 52
inv_1: 4 / 1.4
nor2_1: 3 / 1.0
o21ai_0: 1 / 0.46
or2_2: 2 / 1.1
or3_1: 2 / 1.1
## placed cells by master, fill, tap and decap left out
master           instances
a21o_1                   2
and2_1                   5
and2_2                  14
buf_4                    1
clkbuf_1                 1
clkbuf_8                 5
clkdlybuf4s50_1         41
clkinv_2                 2
conb_1                   5
dfrtp_1                  9
dfstp_2                  1
edfxtp_1                19
inv_1                    4
nor2_1                   3
o21ai_0                  1
or2_2                    2
or3_1                    2
## metrics by stage
stage / area, um^2 / total power, mW
2_1_floorplan: 1100 / 0.736
3_3_place_gp: 1640 / 0.855
3_5_place_dp: 1640 / 0.857
4_1_cts: 1720 / 1.32
5_1_grt: 1720 / 1.37
6_report: 1720 / 1.28
## logic make-up (layout without fill, tap and decap cells)
kind of cell    Yosys count  in the layout
flops                    29             29
buf+inv                  11             54
compound gates            3              3
simple gates             26             26
other cells               1              5
## area by class of cell
type | count | area, um^2
Timing Repair Buffer | 42 | 418
Fill cell | 1116 | 8600
Tap cell | 136 | 170
Multi-Input combinational cell | 34 | 211
Inverter | 4 | 15.0
Sequential cell | 29 | 822
Clock inverter | 2 | 10.0
Clock buffer | 6 | 72.6
No activity file was given, so power comes from the tool's default toggle rates.
