## flow/design.v

```verilog
module Timer #(parameter NUMCLKS = 10000, n = 14)  
				(input logic Clk, Reset, output logic Pulse);
logic [n-1:0] count; 
always_ff @(posedge Clk, posedge Reset)
	if (Reset)
		count <= NUMCLKS - 1;
	else if (count != 0)
		count <= count - 1;
	else
		count <= NUMCLKS - 1;
assign Pulse = (count == 0);  
endmodule : Timer
```

## flow/run.sh

```bash
#!/bin/bash
# OpenROAD 26Q1-2900-gdf79404cd8, Yosys 0.63+post, stock flow scripts
make -C /OpenROAD-flow-scripts/flow DESIGN_CONFIG=/design/flow/config.mk WORK_HOME=/design/flow/orfs finish
```

## flow/config.mk

```make
export PLATFORM = sky130hd
export DESIGN_NAME = Timer
export DESIGN_NICKNAME = Timer
export VERILOG_FILES = /design/flow/design.v
export SDC_FILE = /design/flow/constraint.sdc
export NUM_CORES = 4
export LEC_CHECK = 1
export CORE_AREA = 10 10 79 79
export DIE_AREA = 0 0 89 89
```

## flow/constraint.sdc

```tcl
current_design Timer

set clk_period 3.5
set clk_io_pct 0.2

create_clock -name clk0 -period $clk_period [get_ports {Clk}]

set non_clock_inputs [all_inputs -no_clocks]
set_input_delay [expr $clk_period * $clk_io_pct] -clock clk0 $non_clock_inputs
set_output_delay [expr $clk_period * $clk_io_pct] -clock clk0 [all_outputs]
```

==> impl_results.html <==
<h3>Run summary</h3>
<table>
<tr><th>Metric</th><th>Value</th></tr>
<tr><th colspan="2">GRT</th></tr>
<tr><td>Vias in the first global route</td><td>480</td></tr>
<tr><td>Maximum number of pins on one net before global-route repair</td><td>15</td></tr>
<tr><td>GRT overflow</td><td>0</td></tr>
<tr><td>First-pass GRT wire length</td><td>2.01 mm</td></tr>
<tr><td>Total routing resource utilization after global routing</td><td>0.0304</td></tr>
<tr><td>Antenna violations before repair</td><td>0</td></tr>
<tr><th colspan="2">Final layout</th></tr>
<tr><td>Multi-input gate area in the final layout</td><td>283 um2</td></tr>
<tr><td>Finished Core Util</td><td>0.171</td></tr>
<tr><td>Largest Register</td><td>count</td></tr>
<tr><td>Post-Layout Inst Area</td><td>797 um2</td></tr>
<tr><td>Share of layout cells above drive strength 1</td><td>0.254</td></tr>
<tr><td>Area occupied by registers</td><td>360 um2</td></tr>
<tr><td>Count of fill cells added during filler insertion</td><td>495</td></tr>
<tr><td>Final instance count without filler cells</td><td>121</td></tr>
<tr><td>Growth of design area from synthesis to finish</td><td>21.8%</td></tr>
<tr><td>Largest registers</td><td>count x14</td></tr>
<tr><td>Flip-flop count of the largest register, all copies and words added</td><td>14</td></tr>
<tr><th colspan="2">Floorplan</th></tr>
<tr><td>Chip area</td><td>7920 um2</td></tr>
<tr><td>Placement row count</td><td>25</td></tr>
<tr><td>Horizontal die dimension</td><td>89 um</td></tr>
<tr><td>Ports</td><td>3</td></tr>
<tr><td>Core Footprint</td><td>4660 um2</td></tr>
<tr><td>Initial Utilization</td><td>0.140</td></tr>
<tr><td>Die Y</td><td>89 um</td></tr>
<tr><th colspan="2">Timing</th></tr>
<tr><td>Tightest Pin Transition</td><td>0.505 ns</td></tr>
<tr><td>Final setup skew</td><td>0.00109 ns</td></tr>
<tr><td>Setup ws final</td><td>0.563 ns</td></tr>
<tr><td>Unrepaired setup endpoints after global routing</td><td>false</td></tr>
<tr><td>Setup TNS Final</td><td>0 ns</td></tr>
<tr><td>Final Setup Violations</td><td>0</td></tr>
<tr><td>Final-layout worst hold slack</td><td>0.463 ns</td></tr>
<tr><td>Top achievable clock speed</td><td>340 MHz</td></tr>
<tr><td>Relative slew margins</td><td>0.663</td></tr>
<tr><td>Max-slew violation total from the final report</td><td>0</td></tr>
<tr><td>Final period utilization</td><td>0.839</td></tr>
<tr><td>Endpoints failing hold</td><td>0</td></tr>
<tr><td>Time the final worst path needs with I/O delays and setup</td><td>2.94 ns</td></tr>
<tr><th colspan="2">Detailed routing</th></tr>
<tr><td>Total antenna diodes in the routed design</td><td>0</td></tr>
<tr><td>Number of DRC markers after the initial detailed-route iteration</td><td>9</td></tr>
<tr><td>Highest layer used for signal routing</td><td>met4</td></tr>
<tr><td>Met3 wire length</td><td>48 um</td></tr>
<tr><td>Number of remaining DRC errors</td><td>0</td></tr>
<tr><td>Met2 WL post-DR</td><td>505 um</td></tr>
<tr><td>Antenna-violating nets left</td><td>0</td></tr>
<tr><td>DRT Pass-1 Iters</td><td>4</td></tr>
<tr><td>Per-cell routed wire length</td><td>8.99 um</td></tr>
<tr><td>Number of vias in the routed layout</td><td>457</td></tr>
<tr><td>Vias per cell</td><td>3.78</td></tr>
<tr><td>Sum of routed wire segments on met1</td><td>525 um</td></tr>
<tr><td>DRT Wirelength</td><td>1.09 mm</td></tr>
<tr><th colspan="2">Clocking</th></tr>
<tr><td>Number of buffers inserted by post-CTS setup repair</td><td>0</td></tr>
<tr><td>Resize count post-CTS</td><td>0</td></tr>
<tr><td>Number of clock sinks</td><td>14</td></tr>
<tr><td>CTS clock-pin slew for the worst setup and hold paths</td><td>0.06 ns</td></tr>
<tr><td>TritonCTS clock tree</td><td>built</td></tr>
<tr><td>Buffer type at the clock tree root</td><td>sky130_fd_sc_hd__clkbuf_8</td></tr>
<tr><td>H-tree levels</td><td>1</td></tr>
<tr><td>Clock buffers created by TritonCTS</td><td>3</td></tr>
<tr><td>Post-cts hold-fix buffer tally</td><td>0</td></tr>
<tr><td>Latest clock arrival within the worst-skew pair</td><td>0.24 ns</td></tr>
<tr><td>Worst-case clock buffer depth</td><td>2</td></tr>
<tr><th colspan="2">Synthesis</th></tr>
<tr><td>Post-Synthesis Cell Area</td><td>654 um2</td></tr>
<tr><td>Average cell area after synthesis</td><td>10.7 um2</td></tr>
<tr><td>Number of cells in the yosys synthesis report</td><td>61</td></tr>
<tr><td>Proportion of synthesized chip area in sequential cells</td><td>0.551</td></tr>
<tr><td>Most numerous cell types in the synthesized netlist</td><td>sky130_fd_sc_hd__dfstp_2, sky130_fd_sc_hd__nand2_1, sky130_fd_sc_hd__dfrtp_1, sky130_fd_sc_hd__nor2_1, sky130_fd_sc_hd__xor2_1</td></tr>
<tr><td>Proportion of netlist area held by the largest area contributor</td><td>0.321</td></tr>
<tr><td>Yosys reg bits</td><td>14</td></tr>
<tr><td>Chip area from the yosys synthesis statistics</td><td>654 um2</td></tr>
<tr><td>Most area-hungry cell type in the Yosys netlist</td><td>sky130_fd_sc_hd__dfstp_2</td></tr>
<tr><td>Number of flops mapped to enable cells by yosys</td><td>0</td></tr>
<tr><td>Total of warnings raised by yosys</td><td>1</td></tr>
<tr><td>Number of cells produced by synthesis</td><td>61</td></tr>
<tr><td>Share of flip-flops with an asynchronous set or reset after synthesis</td><td>1.00</td></tr>
<tr><td>Predominant post-synthesis flop cell</td><td>sky130_fd_sc_hd__dfstp_2</td></tr>
<tr><td>Largest cells by area after synthesis</td><td>sky130_fd_sc_hd__dfstp_2, sky130_fd_sc_hd__dfrtp_1, sky130_fd_sc_hd__xor2_1</td></tr>
<tr><td>Yosys cell types</td><td>21</td></tr>
<tr><th colspan="2">Place</th></tr>
<tr><td>Placer Congestion</td><td>0.785</td></tr>
<tr><td>Buffers on Ports</td><td>2</td></tr>
<tr><td>Number of instances in the placed design</td><td>117</td></tr>
<tr><td>Placed Instance Area</td><td>742 um2</td></tr>
<tr><td>Hpwl dp</td><td>771 um</td></tr>
<tr><td>Pre-CTS setup slack</td><td>0.831 ns</td></tr>
<tr><th colspan="2">Pwr</th></tr>
<tr><td>Leakage power</td><td>0.304 nW</td></tr>
<tr><td>VDD IR max</td><td>0.222 mV</td></tr>
<tr><td>Areal power density over the cells</td><td>402 nW/um2</td></tr>
<tr><td>Total chip power</td><td>0.320 mW</td></tr>
<tr><th colspan="2">Min path</th></tr>
<tr><td>Class of the tightest hold or removal check</td><td>register to register</td></tr>
<tr><th colspan="2">Worst setup path</th></tr>
<tr><td>Element type at the critical path start</td><td>register</td></tr>
<tr><td>Type of element capturing the critical path</td><td>output pin</td></tr>
<tr><td>Data required time of the critical path</td><td>2.80 ns</td></tr>
<tr><td>Signal arrival time at the worst endpoint</td><td>2.24 ns</td></tr>
<tr><td>Path type of the worst setup path</td><td>register to output pin</td></tr>
<tr><td>Peak fanout along the critical path</td><td>5</td></tr>
<tr><th colspan="2">Job</th></tr>
<tr><td>Warning total across the stage logs</td><td>25</td></tr>
<tr><td>Maximum Capacitance Violations</td><td>0</td></tr>
<tr><th colspan="2">Status</th></tr>
<tr><td>Outcome</td><td>finished clean</td></tr>
</table>
-- worst paths after layout --
kind / from / end / slack [ns] / depth (start not counted)
worst min register to register: count[0] / count[0] / 0.46 / 1
worst min-delay path: count[0] / count[0] / 0.46 / 1
min in group asynchronous: Reset / count[6] / 0.79 / 2
worst max-delay path: count[7] / Pulse / 0.56 / 4
max in group asynchronous: Reset / count[10] / 2.35 / 2
worst max register to register: count[5] / count[7] / 1.55 / 4
-- worst max-delay path, cell delays in order, from the launching register on --
cell	delay [ns]
sky130_fd_sc_hd__dfrtp_1	0.41
sky130_fd_sc_hd__or3_4	0.37
sky130_fd_sc_hd__or3_2	0.47
sky130_fd_sc_hd__nor4_1	0.24
sky130_fd_sc_hd__clkdlybuf4s50_1	0.51
-- cell families (layout without fill, tap and decap cells) --
logic type,Yosys count,in the layout,synth area share
buf+inv,3,9,0.0172
xor+xnor,7,7,0.0937
compound gates,9,9,0.0956
simple gates,27,27,0.224
fa+ha+maj,1,1,0.0191
flops,14,14,0.551
-- power by group --
group          switching (mW)  internal (mW)
Clock                  0.0544         0.0995
Sequential                  0          0.162
Combinational         0.00299        0.00104
-- layout by cell type, fill, tap and decap left out --
master	n
sky130_fd_sc_hd__xor2_1	6
sky130_fd_sc_hd__or3_2	1
sky130_fd_sc_hd__or4_4	1
sky130_fd_sc_hd__a211o_2	1
sky130_fd_sc_hd__o211ai_1	1
sky130_fd_sc_hd__or3_1	1
sky130_fd_sc_hd__ha_1	1
sky130_fd_sc_hd__nor4_1	2
sky130_fd_sc_hd__dfrtp_1	6
sky130_fd_sc_hd__clkbuf_8	4
sky130_fd_sc_hd__nor3_1	4
sky130_fd_sc_hd__nand2b_1	1
sky130_fd_sc_hd__nand2_1	8
sky130_fd_sc_hd__a21oi_1	1
sky130_fd_sc_hd__o31ai_1	4
sky130_fd_sc_hd__or3_4	2
sky130_fd_sc_hd__o21ai_0	2
sky130_fd_sc_hd__xnor2_1	1
sky130_fd_sc_hd__nor2_1	6
sky130_fd_sc_hd__clkdlybuf4s50_1	2
sky130_fd_sc_hd__dfstp_2	8
sky130_fd_sc_hd__inv_1	3
sky130_fd_sc_hd__nand3b_1	1
-- final cells by class --
| cell class | instances | area share |
|---|---|---|
| Sequential cell | 14 | 0.452 |
| Inverter | 3 | 0.0141 |
| Multi-Input combinational cell | 44 | 0.355 |
| Timing Repair Buffer | 2 | 0.0251 |
| Clock buffer | 4 | 0.0691 |
| Tap cell | 54 | 0.0848 |
-- per-layer routing --
metal | GRT usage | up-vias
li1 | - | 224
met4 | 0.00867 | 0
met5 | 0 | -
met2 | 0.0472 | 8
met1 | 0.0402 | 223
met3 | 0.00918 | 2
Power and IR drop assume default switching activity.
